## flow/design.v

```verilog
`timescale 1ns / 1ps
module ten_sec_count( input clk, enb,rst,
					   output logic time_late); 
logic [13:0] q ; 
always_ff @ (posedge clk) 
        begin 
        if (~enb || rst) q <= 0;   
	    else if (enb && q != 14'd9999)	
	       begin
	            q<= q + 1 ; 													
	           time_late <= 0; 
		    end
	   else if (enb && q == 14'd9999)
		  begin  
			time_late <= 1 ; 
			q <= 0 ;
		  end 
end 
endmodule 
```

## flow/run.sh

```bash
#!/bin/bash
# OpenROAD 26Q1-2900-gdf79404cd8, Yosys 0.63+post, stock flow scripts
make -C /OpenROAD-flow-scripts/flow DESIGN_CONFIG=/design/flow/config.mk WORK_HOME=/design/flow/orfs finish
```

## flow/constraint.sdc

```tcl
current_design ten_sec_count

set clk_period 3.3
set clk_io_pct 0.2

create_clock -name clk0 -period $clk_period [get_ports {clk}]

set non_clock_inputs [all_inputs -no_clocks]
set_input_delay [expr $clk_period * $clk_io_pct] -clock clk0 $non_clock_inputs
set_output_delay [expr $clk_period * $clk_io_pct] -clock clk0 [all_outputs]
```

## flow/config.mk

```make
export PLATFORM = sky130hd
export DESIGN_NAME = ten_sec_count
export DESIGN_NICKNAME = ten_sec_count
export VERILOG_FILES = /design/flow/design.v
export SDC_FILE = /design/flow/constraint.sdc
export NUM_CORES = 4
export LEC_CHECK = 1
export CORE_AREA = 10 10 70 70
export DIE_AREA = 0 0 80 80
```

==> reports/results.tsv <==
stage	metric	value	unit
pwr	pwr-share-seq	0.631	
floorplan	core_area	3416	um^2
routing	wl_per_cell	8.802	um
sta	rsz0062_at_grt	false	
sta	setup_viol	0	
worst_hold_path	worstHoldPathType	reg2reg	
routing	drtPass1Iterations	4	
place	dp_hpwl	793.5	um
critical_path	ff2ff_setup_slack	1520	ps
sta	worst_pin_slew	361.1	ps
finish	synthToLayoutAreaGrowth	15.16	%
clock_tree	cts_buffers	3	
routing	ant_nets	0	
pwr	irDropWorstVdd	0.00009638	V
floorplan	die_x	80	um
clock_tree	tritoncts	done	
sta	fin_crit	1776	ps
pwr	comb_power_share	0.030	
sta	slew_violations	0	
finish	layout.area.seq	310.3	um^2
critical_path	cp_slowest_cell	or4_4	
routing	drt-initial-drc-count	47	
finish	fill_cells	380	
logic_synthesis	ys_seq_elements	15	
pwr	clockPowerShare	0.339	
clock_tree	htreeDepth	1	
critical_path	path_buffers	0	
routing	drc	0	
logic_synthesis	ys_area	651.9	um^2
pwr	netSwitchingFraction	0.2002	
finish	combGateArea	319.1	um^2
logic_synthesis	synth_area	651.9	um^2
critical_path	criticalPathCategory	reg2reg	
routing	vias	473	
critical_path	rr_startpoint	q[11]	
critical_path	worstPathMaxFanout	12	
routing	viasPerCell	3.909	
clock_tree	cts.repair.resized	0	
place	dp.cells	117	
floorplan	num_rows	21	
sta	clock.fmax	0.5630	GHz
place	place_congestion	0.7111	
worst_hold_path	hold_depth	1	
sta	hold_viol	0	
clock_tree	cts_hold_buffers	0	
pwr	p_int	0.2362	mW
place	place_ws	1447	ps
routing	drt_wl_total	1065	um
critical_path	worst_ep_required_time	3470	ps
logic_synthesis	ys_types	21	
flow_run	maxCapViolCount	0	
place	port_buffers	3	
global_routing	grt_pass1_wl	1821	um
sta	setup_tns	0	ps
flow_run	warning_count	25	
sta	slew_headroom	0.7587	
logic_synthesis	yosysCellCount	69	
floorplan	chipHeight	80	um
floorplan	fp_util	0.1908	
clock_tree	insertion_delay	270	ps
finish	final_cells	121	
critical_path	crit_family	simple AND/OR/NAND/NOR gates	
clock_tree	post_cts_buffers	0	
sta	skew	2.162	ps
logic_synthesis	synthesis.area_per_instance	9.447	um^2
pwr	pwr_density_cell	393.3	nW/um^2
clock_tree	path_clk_slew	80	ps
clock_tree	cts_buffer_depth	2	
worst_hold_path	min_to	q[0]	
logic_synthesis	synth_warnings	1	
finish	drive_gt1_frac	0.08000	
floorplan	die_area	6400	um^2
critical_path	max_stage_delay	580	ps
floorplan	io_pins	4	
clock_tree	cts_root_buf	clkbuf_4	
logic_synthesis	syn_inst	69	
clock_tree	cts.sinks	15	
critical_path	arrival	1950	ps
critical_path	crit_chain	or4b_1, or4_4, nand2_4, nor2_1	
critical_path	endpoint_kind	flop	
critical_path	r2r_end	q[5]	
sta	worst_slack	1524	ps
logic_synthesis	ys_seq_frac	0.4760	
routing	diodes	0	
global_routing	grt_start_max_net_pins	13	
global_routing	antenna_found_initial	0	
sta	holdWs	490.6	ps
sta	fin_crit_sh	0.5382	
pwr	netSwitchingPower	0.05911	mW
global_routing	grt_pass1_vias	411	
global_routing	track_usage	0.03411	
critical_path	cp-start-kind	flop	
status	status	finished clean	
pwr	p_leak	0.2358	nW
global_routing	grt-ovfl-total	0	
critical_path	reg2reg_depth	4	
worst_hold_path	holdCritStartpoint	q[0]	
[Yosys cell counts (all sizes together)]
| cell | count | share of area |
|---|---|---|
| edfxtp | 1 | 0.046 |
| nor2 | 14 | 0.081 |
| buf | 1 | 0.023 |
| or3 | 1 | 0.0096 |
| nand4 | 4 | 0.038 |
| nor2b | 1 | 0.0096 |
| and4 | 1 | 0.013 |
| xnor2 | 7 | 0.094 |
| nor3 | 4 | 0.031 |
| dfxtp | 14 | 0.43 |
| and3 | 1 | 0.012 |
| inv | 2 | 0.012 |
| nand3 | 3 | 0.023 |
| or4 | 1 | 0.017 |
| nand2 | 5 | 0.040 |
| nor4 | 1 | 0.0096 |
| and2 | 1 | 0.0096 |
| ha | 1 | 0.019 |
| xor2 | 5 | 0.067 |
| or4b | 1 | 0.015 |
[through the flow]
step | util | power (mW) | cell area, um^2
floorplan | - | 0.1961 | 651.9
global placement | 0.2121 | 0.1991 | 724.4
detailed placement | 0.2121 | 0.1993 | 724.4
CTS | 0.2198 | 0.2991 | 750.7
global route | 0.2198 | 0.3065 | 750.7
finish | 0.2198 | 0.2953 | 750.7
[placed cells by master, fill, tap and decap left out, drive strengths merged, types with 2 or more instances in the layout]
cell,instances
dfxtp,14
nand2,5
nor3,4
inv,2
xnor2,7
clkbuf,4
clkdlybuf4s50,3
xor2,5
nor2,14
nand3,3
nand4,4
[cell type report]
class	instances	share of cell area
Multi-Input combinational cell	51	0.4250
Sequential cell	15	0.4133
Tap cell	46	0.07667
Timing Repair Buffer	3	0.04000
Inverter	2	0.01000
Clock buffer	4	0.03500
[worst register-to-register path: stages, from the launching register on]
cell and delay [ps]:
dfxtp_1 340, or4b_1 530, or4_4 580, nand2_4 160
nor2_1 70
[cell families (layout without fill, tap and decap cells)]
group         count (synthesis)  in the layout  share of synthesized area
simple gates                 38             38                     0.3090
flops                        15             15                     0.4760
buf+inv                       3              9                    0.03455
xor+xnor                     12             12                     0.1612
fa+ha+maj                     1              1                    0.01919
[worst max path at each step]
stage | from | end | slack [ps] | cells past startpoint
finish | q[11] | q[5] | 1520 | 4
global route | q[12] | q[10] | 1460 | 4
CTS | q[11] | q[5] | 1530 | 4
[power by group through the flow]
stage,Combinational [mW],Sequential [mW],Clock [mW]
after global routing,0.0102,0.187,0.110
final,0.00886,0.186,0.100
after CTS,0.00888,0.186,0.104
[flip-flops by register name, summed over array words and instances, names as in the netlist]
register and cells:
q 14, time_late 1
[metal layers]
| layer | vias up | routed length [um] | track usage |
|---|---|---|---|
| met2 | 6 | 402 | 0.04494 |
| met3 | 2 | 74 | 0.02045 |
| met4 | 0 | 11 | 0.003521 |
| li1 | 251 | - | - |
| met1 | 214 | 576 | 0.04775 |
| met5 | - | 0 | 0 |
Power figures rest on the tool's default switching activity, not on a simulated workload.
