**design.v**
```verilog
`timescale 1ns / 1ps
module mux_16bit_2to1(input logic mode,
					  input logic [15:0] reaction_timer ,pulse_mon,
					  output logic [15:0] q ); 
always_comb 
	case(mode)
		1'd0 : q = reaction_timer ; 
		1'd1 : q = pulse_mon ; 
		default : q = 16'd0; 
	endcase 
endmodule
```
**run.sh**
```bash
#!/bin/bash
# OpenROAD 26Q1-2900-gdf79404cd8, Yosys 0.63+post, stock flow scripts
make -C /OpenROAD-flow-scripts/flow DESIGN_CONFIG=/design/flow/config.mk WORK_HOME=/design/flow/orfs finish
```
**config.mk**
```make
export PLATFORM = sky130hd
export DESIGN_NAME = mux_16bit_2to1
export DESIGN_NICKNAME = mux_16bit_2to1
export VERILOG_FILES = /design/flow/design.v
export SDC_FILE = /design/flow/constraint.sdc
export NUM_CORES = 4
export LEC_CHECK = 1
export CORE_AREA = 10 10 70 70
export DIE_AREA = 0 0 80 80
```
**constraint.sdc**
```tcl
current_design mux_16bit_2to1

set clk_period 1.0
set clk_io_pct 0.2

create_clock -name clk0 -period $clk_period

set non_clock_inputs [all_inputs -no_clocks]
set_input_delay [expr $clk_period * $clk_io_pct] -clock clk0 $non_clock_inputs
set_output_delay [expr $clk_period * $clk_io_pct] -clock clk0 [all_outputs]
```
==> flow_metrics.py <==
# Physical implementation metrics
metrics = {
    "layout": {
        "synthToLayoutAreaGrowth_pct": 222,
        "final_cell_area_um2": 801,
        "clock_buffers": 0,
        "flops": 0,
        "fin_cells": 113,
        "drive_gt1_share_pct": 52.2,
        "fillers": 381,
        "register_area_um2": 0,
    },
    "pwr": {
        "switching_share_pct": 21.7,
        "p_clk_share_pct": 0,
        "p_leak_nw": 0.420,
        "p_sw_mw": 0.0657,
        "p_int_mw": 0.237,
        "seqPwrFrac_pct": 0,
        "peakVddDrop_mv": 0.111,
        "p_comb_share_pct": 100.0,
        "p_total_mw": 0.302,
        "p_per_area_nw_per_um2": 378,
    },
    "grt": {
        "first_global_vias": 412,
        "grt_max_degree": 9,
        "use_met1_pct": 5.41,
        "grt_use_met3_pct": 4.20,
        "antenna_found_initial": 0,
        "grt_pass1_wl_um": 2120,
        "met2_usage_pct": 4.65,
        "grt_busiest_layer": "met1",
        "grt_use_total_pct": 4.09,
        "grt_overflow": 0,
    },
    "min_path": {
        "hp-start": "reaction_timer[7]",
        "hp-class": "in -> out",
        "min_to": "q[7]",
        "whs_path_depth": 3,
    },
    "critical_path": {
        "worstSetupStartpointType": "primary input",
        "cp_max_fo": 8,
        "crit_arrival_ps": 860,
        "cp-end-kind": "output pin",
        "crit_top_cell": "buf_12",
        "cp_slowest_cell": "mux2_4",
        "crit_chain": "buf_12 -> buf_12 -> mux2_4 -> buf_6",
        "cp_data_required_time_ps": 800,
        "critical_path_class": "in -> out",
        "slowest_delay_ps": 300,
    },
    "timing": {
        "rsz0062_at_grt": "yes",
        "hold_viol": 0,
        "worst_slack_ps": -56.9,
        "finalCritPeriodShare_pct": 106,
        "slew_headroom_pct": 95.0,
        "final-setup-viol-count": 16,
        "tightest_slew_ps": 74.4,
        "fin_crit_ps": 1060,
        "max_freq_mhz": 946,
        "slew_violations": 0,
    },
    "routing": {
        "ant_nets": 0,
        "diodes": 0,
        "drc_errors": 0,
        "vias_per_cell": 3.20,
        "drt_iter0_markers": 4,
        "routed_wl_um": 1400,
        "dr_total_vias": 362,
        "drt-pass1-iter-count": 2,
        "routedWlPerCell_um": 12.4,
    },
    "synthesis": {
        "synth_top_area_share_pct": 60.3,
        "syn_area_per_cell_um2": 13.8,
        "yosysWarnings": 1,
        "synth.most_common_cell": "mux2_4",
        "yosys.stat.seqShare_pct": 0,
        "yosys-stat-area_um2": 249,
        "topCellsByArea": "mux2_4 60%, mux2_2 27%, buf_12 8.0%",
        "netlist_area_um2": 249,
        "top_area_cell": "mux2_4",
        "synthTopCellsByCount": "10 x mux2_4, 6 x mux2_2, 1 x buf_12, 1 x buf_6",
        "synth_stat.cells": 18,
        "synth_cells": 18,
        "synth_cell_types": 4,
    },
    "run_status": {
        "violations": "negative setup slack",
        "status": "finished with violations",
    },
    "floorplan": {
        "core.rowCount": 21,
        "fp-utilization_pct": 7.29,
        "die_w_um": 80,
        "die_h_um": 80,
        "die_area_um2": 6400,
        "ioPinCount": 49,
        "coreArea_um2": 3420,
    },
    "placed_design": {
        "hpwl_um": 1200,
        "dp_cells": 112,
        "place_congestion": 0.762,
        "dpl_cell_area_um2": 786,
        "pre_cts_ws_ps": -847,
        "io_buffers": 49,
    },
    "clocking": {
        "postCtsSetupBuffers": 0,
    },
    "flow_run": {
        "drv_cap": 0,
        "openroad.warnings": 34,
    },
}
[layout make-up]
| class | count | area, um^2 | area share [%] |
|---|---|---|---|
| repair buffers | 51 | 503 | 62.8 |
| well taps | 46 | 57.6 | 7.19 |
| multi-input cells | 16 | 240 | 30.0 |
[power by group through the flow]
| stage | Clock (mW) | Combinational (mW) | Sequential [mW] |
|---|---|---|---|
| after global routing | 0 | 0.327 | 0 |
| after CTS | 0 | 0.276 | 0 |
| final | 0 | 0.302 | 0 |
[metrics by stage]
stage          utilization [%]  hold WS [ps]  setup TNS, ps
2_1_floorplan                -           498              0
3_3_place_gp              23.0          1440         -13040
3_5_place_dp              23.0          1440         -13070
4_1_cts                   22.0           799           -887
5_1_grt                   23.4           812          -1130
6_report                  23.4           797           -830
[layout by cell type (no fill, tap or decap)]
cell,n
mux2_4,16
buf_2,4
buf_16,1
buf_12,2
buf_6,12
dlygate4sd2_1,32
[cell families (layout without fill, tap and decap cells)]
group                  after synthesis  after routing  synth area share, %
multiplexers                        16             16                 87.4
buffers and inverters                2             51                 12.6
[worst max-delay path, delay by kind of cell]
kind / cells / cell delay (ps)
buf+inv: 3 / 360
mux: 1 / 300
[per-layer routing]
layer,part of all wire (%),wire [um]
met1,48,673
met2,24,335
met3,28,392
met4,0,0
met5,0,0
[worst max path at each step]
stage / endpoint / depth (start not counted) / startpoint
4_1_cts: q[3] / 4 / mode
5_1_grt: q[13] / 4 / mode
6_report: q[3] / 4 / mode
[repair_timing]
| item | in CTS | in global routing |
|---|---|---|
| gates resized | 100 | 8 |
| gates cloned | 1 | 0 |
| endpoints found under the setup margin | 16 | 16 |
| hold buffers | 0 | 0 |
No activity file was given, so power comes from the tool's default toggle rates.
