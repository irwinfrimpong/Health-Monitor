==> design/flow/design.v <==
`timescale 1ns / 1ps
module reaction_fsm( input logic clk,rst, start, enter , rwait_done, wait5_done, time_late,
					 output logic start_rwait, start_wait5, rs_en, time_clr, time_en,
					 output logic [2:0] color_r , color_g , color_b);
 typedef enum logic [2:0]{ 
    IDLE= 3'b000, R_WAIT = 3'b001, EARLY = 3'b010, TIME = 3'b011, DISPLAY = 3'b100, LATE = 3'b101  
    }state_t ; 
 state_t state, next ; 
 always_ff @(posedge clk) 
 	if(rst) state <= IDLE ; 
 	else state <= next ; 
 	always_comb 
 		begin 
 			color_r = 3'b000; 
 			color_g = 3'b000;
 			color_b = 3'b000; 
 			start_rwait = 0 ; 
 			start_wait5 = 0 ; 
 			time_clr = 0; 
 			rs_en = 0 ; 
 			time_en = 0; 
 			next = IDLE; 
 			case(state) 
 				IDLE: 
 					begin 
 						color_r = 3'b000; 
 						color_g = 3'b000;
 						color_b = 3'b000;
 						rs_en = 0 ;
 					if(start)
 							begin 
 								start_rwait = 1 ; 
 								next = R_WAIT ; 
 							end 
 					else 
 						next = IDLE ;
 					end 
 				R_WAIT: 
 					begin 
 						time_clr = 1 ; 
 						color_r = 3'b000; 
 						color_g = 3'b000;
 						color_b = 3'b000;
 						rs_en = 0 ; 
 						 if (enter && ~rwait_done)
 						 	next = EARLY ; 
 						 else if (~enter && ~rwait_done) 
 						 	next = R_WAIT ; 
 						 else if (rwait_done) 
 						 begin 
 						       time_en = 1 ;
 						 	   next = TIME ; 
 						 end 
 					end 
 				EARLY : 
 					begin 
 							color_r = 3'b001; 
 							color_g = 3'b000;
 							color_b = 3'b000;
 						start_wait5 = 1 ; 
 						if (~wait5_done)
 							next = EARLY;
 					   else
 					      next = IDLE; 
 					end 
 				TIME: 
 					begin 
 						time_en = 1 ; 
 							color_r = 3'b000; 
 							color_g = 3'b001;
 							color_b = 3'b000;
 						if (enter && ~time_late)
 							begin 
 								time_en= 0;  
 								next = DISPLAY ; 
 							end 
 						else if(~enter && ~time_late)
 							next = TIME ; 
 						else if (time_late) 
 						next = LATE ; 
 					end
 				DISPLAY: 
 					begin 
 							color_r = 3'b000; 
 							color_g = 3'b001;
 							color_b = 3'b000;
 						rs_en = 1 ; 
 							if (start) 
 								begin
 									start_wait5 = 1 ; 
 									next = R_WAIT; 
 								end 
 							else 
 								next = DISPLAY ; 
 					end 
 				LATE: 
 					begin 
 						start_wait5 = 1 ;
 							color_r = 3'b001; 
 							color_g = 3'b001;
 							color_b = 3'b000;
 							if(~wait5_done) 
 								next = LATE ; 
 							else if (wait5_done)
 								next = IDLE ; 
 						end 
 					endcase 
 				end 
 			endmodule
==> design/flow/run.sh <==
#!/bin/bash
# OpenROAD 26Q1-2900-gdf79404cd8, Yosys 0.63+post, stock flow scripts
make -C /OpenROAD-flow-scripts/flow DESIGN_CONFIG=/design/flow/config.mk WORK_HOME=/design/flow/orfs finish
==> design/flow/config.mk <==
export PLATFORM = sky130hd
export DESIGN_NAME = reaction_fsm
export DESIGN_NICKNAME = reaction_fsm
export VERILOG_FILES = /design/flow/design.v
export SDC_FILE = /design/flow/constraint.sdc
export NUM_CORES = 4
export LEC_CHECK = 1
export CORE_AREA = 10 10 70 70
export DIE_AREA = 0 0 80 80
==> design/flow/constraint.sdc <==
current_design reaction_fsm

set clk_period 1.1
set clk_io_pct 0.2

create_clock -name clk0 -period $clk_period [get_ports {clk}]

set non_clock_inputs [all_inputs -no_clocks]
set_input_delay [expr $clk_period * $clk_io_pct] -clock clk0 $non_clock_inputs
set_output_delay [expr $clk_period * $clk_io_pct] -clock clk0 [all_outputs]
==> summary.json <==
{
  "global_routing": {
    "largest_net_degree_at_the_start_of_global_routing": 8,
    "total_routing_resource_utilization_after_global_routing_pct": 3.64,
    "remaining_global_route_overflow": 0,
    "grt_first_pass_wirelength_um": 1870,
    "grt_pass1_vias": 393,
    "antenna_found_initial": 0
  },
  "sta": {
    "rsz0062_at_grt": "yes",
    "fmax_mhz": 723,
    "finalCriticalPeriod_ns": 1.38,
    "final-hold-violation-count": 0,
    "count_of_pins_over_their_slew_limit": 0,
    "setup_clock_skew_after_layout_ns": 0.00170,
    "fin_ws_ns": -0.283,
    "min_period_over_period_pct": 126,
    "setup_viol": 5,
    "hold-worst-slack_ns": 0.416
  },
  "placement": {
    "place_hpwl_um": 839,
    "placed_cells_incl_taps": 106,
    "post-place-ws_ns": -0.538,
    "routabilityCongestion": 0.812,
    "post_dp_cell_area_sq_um": 553,
    "portBuffers": 13
  },
  "cts": {
    "clk_path_buf_depth": 2,
    "clk_pin_slew_worst_paths_ns": 0.04,
    "insertion_delay_ns": 0.25,
    "cts_tree": "yes",
    "cts_buffers": 3,
    "ctsHtreeMaxLevel": 1,
    "ctsRootBufferMaster": "sky130_fd_sc_hd__clkbuf_4",
    "numClockSinks": 6
  },
  "logic_synthesis": {
    "edf_count": 0,
    "ys_async_sr_fraction_pct": 0,
    "synth_simple_gate_area_share_pct": 23.4,
    "netlist.top_cell.by_area": "sky130_fd_sc_hd__dfxtp_1",
    "topCellsByArea": "sky130_fd_sc_hd__dfxtp_1, sky130_fd_sc_hd__buf_4, sky130_fd_sc_hd__a21oi_1",
    "synth_dominant_cell_count": "sky130_fd_sc_hd__buf_4",
    "yosysWarnings": 1,
    "post_synth_inst_count": 38,
    "postSynthSeqShare_pct": 37.5,
    "area_share_of_fa_ha_maj_cells_after_synthesis_pct": 0,
    "synth-main-ff-cell": "sky130_fd_sc_hd__dfxtp_1",
    "post_synth_num_cell_types": 18,
    "topCombFamilyByArea": "simple AND/OR/NAND/NOR gates",
    "post_synth_xor_area_fraction_pct": 0,
    "netlist_top_cells_count": "sky130_fd_sc_hd__buf_4, sky130_fd_sc_hd__dfxtp_1, sky130_fd_sc_hd__a21oi_1",
    "syn-mean-instance-area_sq_um": 8.43,
    "yosys-stat-cells": 38,
    "ys_sh_mux_pct": 0,
    "synthDominantCellAreaShare_pct": 37.5,
    "mappedNetlistArea_sq_um": 320,
    "synth.cellmix.compoundShare_pct": 18.0,
    "numSynthFlops": 6,
    "yosys-stat-area_sq_um": 320
  },
  "outcome": {
    "violated_checks": "setup timing",
    "status": "finished, violations left"
  },
  "drt": {
    "dr_wl_met2_um": 361,
    "antennaDiodeCount": 0,
    "top_layer_used_by_detailed_routing": "met4",
    "drt_pre_antenna_iters": 4,
    "detail_route.wl_per_cell_um": 9.83,
    "detail_route.wirelength_um": 1120,
    "vias": 358,
    "drc_errors": 0,
    "wl_met3_um": 155,
    "antenna_violating_nets_post_route": 0,
    "detailedRoute.firstIterationViolations": 12,
    "wl_met1_um": 597,
    "drt-vias-per-instance": 3.14
  },
  "setup_path": {
    "critPathArrivalTime_ns": 1.16,
    "critical_setup_path_class": "flop to primary output",
    "cp.required_ns": 0.88,
    "regToRegSetupSlack_ns": -0.21,
    "crit_path_end_kind": "primary output",
    "worst-path-max-fanout": 2,
    "kind_of_launch_point_of_the_worst_setup_path": "flop"
  },
  "final_layout": {
    "flow.area_growth_from_synthesis_pct": 98.4,
    "layout-drive-gt1-share_pct": 52.9,
    "largest-register": "state",
    "reg.largest.list": "state x6",
    "layout.cells.non_filler": 114,
    "largest_register_ff_count": 6,
    "postLayoutCellArea_sq_um": 636
  },
  "power_and_ir_drop": {
    "power.density_nw_per_um2": 859,
    "total_leakage_power_nw": 0.300,
    "irDropWorstVdd_uv": 560
  },
  "floorplanning": {
    "die.size.y_um": 80,
    "fp_util_pct": 9.38,
    "fp.dieArea_sq_um": 6400,
    "floorplan.core_area_sq_um": 3420,
    "boundaryPins": 21,
    "die_w_um": 80,
    "fp-row-count": 21
  },
  "hold_path": {
    "hold_path.class": "primary input to flop"
  },
  "run": {
    "number_of_violations_of_the_max_capacitance_limit": 0,
    "number_of_warnings_the_tools_reported": 27
  }
}
-- cells in the final DEF (no fill, tap or decap), types with 2 or more instances in the layout --
cell                              synthesis  layout
sky130_fd_sc_hd__buf_4                    7      10
sky130_fd_sc_hd__a21oi_1                  4       4
sky130_fd_sc_hd__buf_6                    0       8
sky130_fd_sc_hd__inv_1                    3       2
sky130_fd_sc_hd__or3b_1                   2       2
sky130_fd_sc_hd__nand2b_1                 2       2
sky130_fd_sc_hd__dfxtp_2                  0       6
sky130_fd_sc_hd__clkdlybuf4s50_1          0       2
sky130_fd_sc_hd__conb_1                   1       7
sky130_fd_sc_hd__dlygate4sd2_1            0       4
sky130_fd_sc_hd__nand2_1                  2       2
sky130_fd_sc_hd__buf_2                    0       2
sky130_fd_sc_hd__clkbuf_2                 0       2
sky130_fd_sc_hd__clkbuf_4                 0       3
-- metal layers --
metal  up-vias  GRT usage (%)
met5         -              0
met4         0          0.352
met3         2           2.95
met2        20           4.41
met1       161           4.95
li1        175              -
-- area by class of cell --
class | count | area, sq um
fill | 399 | 2780
timing repair buffer | 28 | 240
multi-input combinational | 28 | 176
sequential | 6 | 128
tap | 46 | 57.6
clock buffer | 3 | 22.5
inverter | 3 | 11.3
-- worst max-delay path: stages, from the launching register on --
cell and delay [ns]:
sky130_fd_sc_hd__dfxtp_2 0.31, sky130_fd_sc_hd__or2_4 0.25, sky130_fd_sc_hd__buf_6 0.11, sky130_fd_sc_hd__a21o_1 0.14
sky130_fd_sc_hd__buf_2 0.11
-- where the power goes --
group	leakage, nW	internal (W)	total, W	switching, W
clock network	0.0138	0.000123	0.000204	0.0000807
logic	0.235	0.0000709	0.000109	0.0000386
registers	0.0512	0.000228	0.000232	0.00000436
-- through the flow --
| stage | util (%) | setup TNS (ns) | power [W] |
|---|---|---|---|
| after floorplan | - | 0 | 0.000271 |
| after global placement | 16.2 | -2.63 | 0.000337 |
| after detailed placement | 16.2 | -2.77 | 0.000339 |
| after CTS | 18.1 | -1.15 | 0.000551 |
| after global routing | 18.6 | -1.24 | 0.000593 |
| final | 18.6 | -0.972 | 0.000546 |
-- path summary, 6_finish.rpt --
path,from,endpoint,cells past startpoint
max,state[2]$_DFF_P_,start_wait5,4
min reg2reg,state[2]$_DFF_P_,state[2]$_DFF_P_,2
min,rwait_done,state[2]$_DFF_P_,3
max reg2reg,state[2]$_DFF_P_,state[0]$_DFF_P_,5
-- kinds of logic after synthesis --
logic type,count (synthesis)
AOI/OAI and AO/OA,9
buffers and inverters,10
other,1
DFF,6
and+or+nand+nor,12
-- repair_timing --
item	CTS	global route
hold endpoints to repair	0	0
resized	37	11
endpoints found under the setup margin	7	8
hold buffers	0	0
pin swaps	1	2
buffers inserted	5	2
No activity file was given, so power comes from the tool's default toggle rates.
